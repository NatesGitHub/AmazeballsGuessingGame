--- run.sh ---
#!/bin/bash
# OpenROAD 26Q1-2900-gdf79404cd8, Yosys 0.63+post, stock flow scripts
make -C /OpenROAD-flow-scripts/flow DESIGN_CONFIG=/design/flow/config.mk WORK_HOME=/design/flow/orfs finish
--- config.mk ---
export PLATFORM = sky130hd
export DESIGN_NAME = Top
export DESIGN_NICKNAME = Top
export VERILOG_FILES = /design/flow/design.v
export SDC_FILE = /design/flow/constraint.sdc
export NUM_CORES = 4
export LEC_CHECK = 1
export CORE_AREA = 10 10 114 114
export DIE_AREA = 0 0 124 124
--- constraint.sdc ---
current_design Top

set clk_period 2.1
set clk_io_pct 0.2

create_clock -name clk0 -period $clk_period [get_ports {KEY}]

set non_clock_inputs [all_inputs -no_clocks]
set_input_delay [expr $clk_period * $clk_io_pct] -clock clk0 $non_clock_inputs
set_output_delay [expr $clk_period * $clk_io_pct] -clock clk0 [all_outputs]
--- design.v ---
module Guess(
	input clk, clk2, reset,
	input [3:0] guess_number, initial_number,
	output reg [7:0] hex, hex_L, hex_O, hex_S, hex_E, hex_fill, hex_score1, hex_score10
	);
	reg [3:0] lives = 4'b1001;
	reg [3:0] score1 = 4'b0000;
	reg [3:0] score10 = 4'b0000;
	reg [3:0] actual_number = 4'b0000;
	always @(posedge clk2) begin
		actual_number = initial_number;
	end
	always @(posedge clk) begin
		hex_fill = 7'b1000000;  
		case(lives[3:0])
			4'b0000: hex = 7'b1000000;  
			4'b0001: hex = 7'b1111001;  
			4'b0010: hex = 7'b0100100;  
			4'b0011: hex = 7'b0110000;  
			4'b0100: hex = 7'b0011001;  
			4'b0101: hex = 7'b0010010;  
			4'b0110: hex = 7'b0000010;  
			4'b0111: hex = 7'b1111000;  
			4'b1000: hex = 7'b0000000;  
			4'b1001: hex = 7'b0011000;  
			default: hex = 7'b0011000;  
		endcase
		case(score1[3:0])
			4'b0000: hex_score1 = 7'b1000000;  
			4'b0001: hex_score1 = 7'b1111001;  
			4'b0010: hex_score1 = 7'b0100100;  
			4'b0011: hex_score1 = 7'b0110000;  
			4'b0100: hex_score1 = 7'b0011001;  
			4'b0101: hex_score1 = 7'b0010010;  
			4'b0110: hex_score1 = 7'b0000010;  
			4'b0111: hex_score1 = 7'b1111000;  
			4'b1000: hex_score1 = 7'b0000000;  
			4'b1001: hex_score1 = 7'b0011000;  
			default: hex_score1 = 7'b1000000;  
		endcase
		case(score10[3:0])
			4'b0000: hex_score10 = 7'b1000000;  
			4'b0001: hex_score10 = 7'b1111001;  
			4'b0010: hex_score10 = 7'b0100100;  
			4'b0011: hex_score10 = 7'b0110000;  
			4'b0100: hex_score10 = 7'b0011001;  
			4'b0101: hex_score10 = 7'b0010010;  
			4'b0110: hex_score10 = 7'b0000010;  
			4'b0111: hex_score10 = 7'b1111000;  
			4'b1000: hex_score10 = 7'b0000000;  
			4'b1001: hex_score10 = 7'b0011000;  
			default: hex_score10 = 7'b1000000;  
		endcase
		hex_L = 7'b0001100;
		hex_O = 7'b1000111;
		hex_S = 7'b0001000;
		hex_E = 7'b0010001;
		if (~(guess_number == actual_number) && ~(lives == 4'b0000)) begin
			lives = lives - 1'b1;
		end
		else if (lives == 4'b0000) begin
			hex_L = 7'b1000111;
			hex_O = 7'b1000000;
			hex_S = 7'b0010010;
			hex_E = 7'b0000110;
		end
		else begin
			hex_L = 7'b1000110;
			hex_O = 7'b1000000;
			hex_S = 7'b1000000;
			hex_E = 7'b1000111;
			if (score1 == 4'b1001) begin
				score10 = score10 + 1'b1;
				score1 = 4'b0000;
			end
			else
				score1 = score1 + 1'b1;
		end
	end
endmodule
`timescale 1ns / 1ns  
module Top(
	input CLOCK_50, enable, resetn,  
	input [17:0] SW,  
	input [3:0] KEY,
	output [7:0] HEX0, HEX1, HEX2, HEX3, HEX4, HEX5, HEX6, HEX7
	);
	Guess new_guess
	(
	.clk(KEY[0]),
	.clk2(KEY[3]),
	.guess_number(SW[3:0]),
	.initial_number(SW[17:14]),
	.hex(HEX4),
	.hex_L(HEX3),
	.hex_O(HEX2),
	.hex_S(HEX1),
	.hex_E(HEX0),
	.hex_fill(HEX5),
	.hex_score1(HEX6),
	.hex_score10(HEX7)
	);
endmodule
==> reports/qor.csv <==
stage,metric,value,unit
floorplanning,number_of_ports_placed_on_the_die_boundary,89,
sta,finClkSkew,48.3,ps
drt,avgViaCountPerCell,3.26,
cts,clock_sinks,43,
critical_path,path_type_of_the_worst_setup_path,input pin to flip-flop,
critical_path,slowest_delay,480,ps
sta,final_hold_viol_count,0,
synthesis,postSynthAreaPerCell,10.5,µm²
cts,cts_resizes,0,
floorplanning,die.size.x,124,µm
floorplanning,placeableCoreArea,0.0104,mm²
synthesis,most_numerous_cell_in_the_yosys_netlist,sky130_fd_sc_hd__buf_4,
drt,antenna_violating_nets_post_route,0,
grt,grt_first_pass_wirelength,5.94,mm
cells_and_area,design_area,0.00255,mm²
drt,detailed_routing_iterations_pass_1,4,
synthesis,synthDominantCellAreaShare,0.310,
critical_path,worst-endpoint-required,2020,ps
critical_path,path_buffers,2,
sta,layout_min_cycle_time,1740,ps
synthesis,postSynthSeqShare,0.490,
place,place.port_buffers,45,
power,peakVddDrop,0.435,mV
critical_path,internal_reg_to_reg_setup_slack,390,ps
drt,routed_wirelength,3.68,mm
drt,detail_routed_net_length_per_standard_cell,10.1,µm
sta,maximum_clock_rate,0.575,GHz
critical_path,path_delay_family,buffers and inverters,
synthesis,post_synth_instance_area,0.00200,mm²
grt,globalRouteTotalUtil,0.0476,
sta,finalHoldWorstSlack,565,ps
grt,grt_use_met3,0.0239,
grt,use_met1,0.0551,
critical_path,cp_cell_sequence,clkdlybuf4s50_1 > xnor2_1 > nand4_1 > buf_4 > nor4_4,
synthesis,synthArstFlopShare,0,
place,dp_hpwl,2.86,mm
cells_and_area,synthToLayoutAreaGrowth,27.6,%
grt,grt_met2_use,0.0788,
grt,grt_antenna_before_repair,0,
critical_path,endpoint_kind,flip-flop,
worst_hold_path,hp-class,flip-flop to flip-flop,
sta,final-max-slew-violation-count,0,
critical_path,crit_arrival,1660,ps
synthesis,synth.yosys.num_cells,191,
synthesis,edf_count,12,
floorplanning,fp_util,0.192,
cells_and_area,instances_no_fill,365,
cts,cts-hold-fix-buffers,0,
synthesis,synth.area.top_cells,"sky130_fd_sc_hd__dfxtp_1 (31%), sky130_fd_sc_hd__edfxtp_1 (18%), sky130_fd_sc_hd__buf_4 (14%), sky130_fd_sc_hd__ha_1 (10%), sky130_fd_sc_hd__xnor2_1 (3.1%)",
grt,grt_pass1_vias,1278,
place,placed_area,0.00240,mm²
synthesis,syn-instance-count,191,
cts,clk_pin_slew_worst_paths,60,ps
synthesis,leading_post_synthesis_cells_by_instance_count,"sky130_fd_sc_hd__buf_4 (37), sky130_fd_sc_hd__dfxtp_1 (31), sky130_fd_sc_hd__ha_1 (16)",
critical_path,cp_slowest_cell,sky130_fd_sc_hd__clkdlybuf4s50_1,
synthesis,synth.ff_latch_count,43,
place,gp_routability_congestion,0.801,
place,place.detailed.instances,354,
cts,clock_tree_from_tritoncts,yes,
power,powerDensity,935,mW/mm²
synthesis,synthFlopType,sky130_fd_sc_hd__dfxtp_1,
status,outcome,"complete, no violations",
synthesis,ys_warn_count,1,
synthesis,synthDominantAreaCellType,sky130_fd_sc_hd__dfxtp_1,
critical_path,crit_path_max_fanout,5,
sta,grt_setup_unrepaired,false,
cells_and_area,final_layout_size_suffix_gt1_frac,0.0655,
sta,finalSetupViolations,0,
sta,post-route-worst-setup-slack,360,ps
sta,final.period_utilization,0.829,
cts,post-cts-setup-buffers,0,
cts,insertion_delay_of_the_later_clocked_pin_in_the_worst_skew_pair,250,ps
synthesis,ys_area,0.00200,mm²
drt,antenna_cells_inserted,0,
grt,grt_max_degree,14,
job,openroad.warnings,105,
floorplanning,die_area,0.0154,mm²
floorplanning,die_y,124,µm
grt,gr-total-overflow,0,
critical_path,critPathLaunchType,input pin,
sta,fin_tns_setup,0,ps
synthesis,yosysUniqueCellTypes,33,
drt,vias,1191,
grt,grt_busiest_layer,met2,
power,static-leakage-power,0.00107,µW
place,place_worst_setup_slack,39.6,ps
floorplanning,rows,37,
drt,drt_drc_violations_left,0,
drt,detail_route.iter0.violations,75,
job,tally_of_max_capacitance_violations,0,
==> final timing paths <==
check | startpoint | endpoint | depth (start not counted)
setup / recovery | SW[1] | new_guess.score10[3] | 5
hold / removal | new_guess.score10[0] | new_guess.hex_score10[2] | 1
setup reg to reg | new_guess.lives[0] | new_guess.score10[3] | 4
hold reg to reg | new_guess.score10[0] | new_guess.hex_score10[2] | 1
==> registers in the layout, summed over array words and instances (netlist names) <==
| register | cells |
|---|---|
| new_guess.hex_L | 3 |
| new_guess.lives | 4 |
| new_guess.hex_score10 | 7 |
| new_guess.actual_number | 4 |
| new_guess.hex_E | 2 |
| new_guess.hex_score1 | 7 |
| new_guess.hex | 7 |
| new_guess.score1 | 4 |
| new_guess.hex_O | 1 |
| new_guess.score10 | 4 |
==> cells in the final DEF, fill, tap and decap left out <==
master,synthesis,final
sky130_fd_sc_hd__clkdlybuf4s50_1,0,45
sky130_fd_sc_hd__dfxtp_1,31,31
sky130_fd_sc_hd__conb_1,2,27
sky130_fd_sc_hd__ha_1,16,16
sky130_fd_sc_hd__inv_1,13,13
sky130_fd_sc_hd__nor2_1,13,13
sky130_fd_sc_hd__edfxtp_1,12,12
sky130_fd_sc_hd__nand2_1,8,8
sky130_fd_sc_hd__clkbuf_8,0,8
sky130_fd_sc_hd__o21ai_0,7,7
sky130_fd_sc_hd__xnor2_1,7,7
sky130_fd_sc_hd__a21oi_1,6,6
sky130_fd_sc_hd__nand2b_1,4,4
sky130_fd_sc_hd__nor3_1,4,4
sky130_fd_sc_hd__nor2b_1,4,4
sky130_fd_sc_hd__mux2i_1,2,2
sky130_fd_sc_hd__xor2_1,2,2
sky130_fd_sc_hd__a211oi_1,2,2
sky130_fd_sc_hd__a21o_1,2,2
sky130_fd_sc_hd__nor2_2,1,1
sky130_fd_sc_hd__and2_4,1,1
sky130_fd_sc_hd__nand4_1,1,1
sky130_fd_sc_hd__nand3_1,1,1
sky130_fd_sc_hd__o22a_1,1,1
sky130_fd_sc_hd__o21a_1,1,1
sky130_fd_sc_hd__o22ai_1,1,1
sky130_fd_sc_hd__nor4_4,1,1
sky130_fd_sc_hd__and2_1,1,1
sky130_fd_sc_hd__nor3b_1,1,1
sky130_fd_sc_hd__nor4_1,1,1
sky130_fd_sc_hd__and3_1,1,1
sky130_fd_sc_hd__clkinv_4,0,1
sky130_fd_sc_hd__bufinv_16,0,1
sky130_fd_sc_hd__clkinv_2,0,1
sky130_fd_sc_hd__buf_4,37,1
==> through the flow <==
stage | power, µW | util
floorplan | 1510 | -
global placement | 1750 | 0.230
detailed placement | 1760 | 0.230
CTS | 2560 | 0.245
global route | 2690 | 0.245
finish | 2390 | 0.245
==> final cells by class <==
cell class	instances	area, µm²
fillers	1082	7860
flip-flops and latches	43	981
multi-input cells	116	741
repair buffers	46	458
well taps	136	170
clock buffers	8	110
inverters	13	48.8
clock inverters	3	43.8
==> where the power goes <==
| group | leakage (µW) | switching (µW) | internal (µW) | total (µW) |
|---|---|---|---|---|
| clock network | 0.0000797 | 199 | 472 | 671 |
| registers | 0.000371 | 128 | 1020 | 1150 |
| logic | 0.000616 | 203 | 361 | 564 |
==> cells by family after synthesis <==
family / count (synthesis) / synth area share
xor gates and xnor gates: 9 / 0.0394
DFF: 43 / 0.490
other: 2 / 0.00375
adders and majority gates: 16 / 0.100
AOI/OAI and AO/OA: 20 / 0.0588
and+or+nand+nor: 42 / 0.111
muxes: 2 / 0.0100
buffers and inverters: 57 / 0.186
==> routing by layer <==
metal	vias up	wire length [µm]
met2	44	1690
met1	521	1550
met4	0	13
met5	-	0
met3	2	428
li1	624	-
Power figures rest on the tool's default switching activity, not on a simulated workload.
